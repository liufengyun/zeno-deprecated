**./config.mk**
```make
export PLATFORM = sky130hd
export DESIGN_NAME = Filter
export DESIGN_NICKNAME = Filter
export VERILOG_FILES = /design/flow/design.v
export SDC_FILE = /design/flow/constraint.sdc
export NUM_CORES = 4
export LEC_CHECK = 1
export CORE_AREA = 10 10 95 95
export DIE_AREA = 0 0 105 105
```
**./constraint.sdc**
```tcl
current_design Filter

set clk_period 2.8
set clk_io_pct 0.2

create_clock -name clk0 -period $clk_period [get_ports {CLK}]

set non_clock_inputs [all_inputs -no_clocks]
set_input_delay [expr $clk_period * $clk_io_pct] -clock clk0 $non_clock_inputs
set_output_delay [expr $clk_period * $clk_io_pct] -clock clk0 [all_outputs]
```
**./design.v**
```verilog
module Filter (CLK,  a, out);
input CLK;
input [7:0] a;
output [7:0] out;
wire [7:0] out;
reg [15:0] s_s12;
assign out = ( ( ( s_s12[7:0] + ( s_s12[15:8] << 1'b1 ) ) + a ) >> 2'b10 );
initial begin
  s_s12 = 16'b0000000000000000;
end
always @ (posedge CLK)
  s_s12 <= {a, s_s12[15:8] };
endmodule
```
**./run.sh**
```bash
#!/bin/bash
# OpenROAD 26Q1-2900-gdf79404cd8, Yosys 0.63+post, stock flow scripts
make -C /OpenROAD-flow-scripts/flow DESIGN_CONFIG=/design/flow/config.mk WORK_HOME=/design/flow/orfs finish
```
==> flow_metrics.tcl <==
# flow metrics
set metrics [dict create \
    grt.total_usage_pct 2.902 \
    antennaDiodeCount 0 \
    endpoint_of_the_worst_slack_reg_to_reg_timing_path "s_s12[1]" \
    critPathBufInv 3 \
    timing.final.hold_violations 0 \
    syn_inst 65 \
    critPathKind "in -> out" \
    firstDrtPassIters 3 \
    cts_num_sinks 16 \
    timing.critical_path.cells "buf_2, fa_1, ha_4, nor2b_4, o31a_1, buf_6, o22ai_4, xnor2_2, buf_2" \
    finalWeightedCongestion 0.7913 \
    rows 30 \
    postSynth.asyncResetShare_pct 0 \
    tritoncts "built" \
    grt_first_pass_wirelength_um 2628 \
    drt_iter0_drc 17 \
    failed_checks "setup timing" \
    drt-wirelength-per-cell_um 8.238 \
    max_flop_register "s_s12" \
    postSynthAreaPerCell_sq_um 12.17 \
    regToRegStartpoint "s_s12[9]" \
    largest_reg_flops 16 \
    power-per-cell-area_nw_per_um2 606.1 \
    ir_drop_mv 0.3046 \
    setup.worst_path.end "out[5]" \
    report.power.total_w 0.0007842 \
    cp_top_family "adder cells" \
    layout-drive-gt1-share_pct 50.54 \
    clkTransAtPathRegs_ns 0.06 \
    netlist_top_cells_area "sky130_fd_sc_hd__dfxtp_1 41%, sky130_fd_sc_hd__fa_1 18%, sky130_fd_sc_hd__ha_1 7.9%" \
    unrepaired_setup_endpoints_after_global_routing "true" \
    route.detailed.vias_per_inst 2.825 \
    final-setup-viol-count 2 \
    worst-r2r-cell-count 0 \
    crit_path_frequent_cell "sky130_fd_sc_hd__buf_2" \
    cts.hold.buffers_added 0 \
    drv_cap 0 \
    h-tree-depth 1 \
    dp_worst_setup_slack_ns -0.9978 \
    number_of_buffers_between_clock_root_and_the_deepest_sink 2 \
    seq_area_sq_um 321.6 \
    critPathSlowestCell "sky130_fd_sc_hd__fa_1" \
    ys_dominant_reg_cell "sky130_fd_sc_hd__dfxtp_1" \
    synthDistinctLibCells 25 \
    arrival_ns 2.39 \
    gr-total-overflow 0 \
    mi_logic_area_sq_um 561.8 \
    ys_seq_share_pct 40.51 \
    clock.latency.late_pin_ns 0.25 \
    initial_antenna_violation_count 0 \
    tritoncts.num_buffers 3 \
    timing.critical_path.required_ns 2.24 \
    setup_total_negative_slack_ns -0.1817 \
    period_used_pct 105.5 \
    min-delay-path-class "reg -> reg" \
    io_buffers 14 \
    cts_root_buf "sky130_fd_sc_hd__clkbuf_8" \
    die_w_um 105 \
    drt_wl_total_um 1557 \
    final_critical_path_setup_slack_ns -0.1543 \
    p_leak_nw 0.5186 \
    nFillCells 760 \
    critical_path.max_fanout 2 \
    vias 534 \
    synth_top_cell_by_area "sky130_fd_sc_hd__dfxtp_1" \
    antenna_left 0 \
    floorplan.core_util_pct 11.45 \
    syn-cell-area_sq_um 790.8 \
    top_area_share_pct 40.51 \
    yosysMostFrequentCell "sky130_fd_sc_hd__dfxtp_1" \
    first_global_vias 567 \
    cp.depth 9 \
    yosys_warnings 1 \
    synth-area-yosys_sq_um 790.8 \
    core_region_area_sq_um 6907 \
    finalCriticalPeriod_ns 2.954 \
    post-route-drc-count 0 \
    final-max-slew-violation-count 0 \
    max_clock_freq_mhz 338.5 \
    synth_stat.cells 65 \
    register_to_register_path_setup_slack_ns 2.36 \
    grt_start_max_net_pins 10 \
    reg.largest.list "s_s12 x16" \
    die-area_sq_um 11030 \
    detailed_place_hpwl_um 1188 \
    timing.critical_path.from "a[3]" \
    ys_seq_elements 16 \
    warnings 27 \
    timing.critical_path.from_type "input pin" \
    synthTopCellsByCount "16 x sky130_fd_sc_hd__dfxtp_1, 7 x sky130_fd_sc_hd__fa_1, 7 x sky130_fd_sc_hd__inv_1, 5 x sky130_fd_sc_hd__ha_1, 5 x sky130_fd_sc_hd__xnor2_1" \
    io-pin-count 17 \
    cp-end-kind "output port" \
    die-height_um 105 \
    status "finished with violations" \
    edf_count 0 \
    cp_slowest_stage_delay_ns 0.59 \
    clock-skew-final_ns 0.001016 \
    layout-area-overhead-vs-synth_pct 63.61 \
]
-- cell type report --
cell class / count / area share (%)
Tap cell: 96 / 9.284
Inverter: 7 / 2.224
Timing Repair Buffer: 25 / 15.96
Sequential cell: 16 / 24.85
Multi-Input combinational cell: 41 / 43.42
Clock buffer: 4 / 4.255
-- power breakdown --
| group | internal, W | switching [W] | leakage, nW |
|---|---|---|---|
| combinational | 0.000202 | 0.000134 | 0.355 |
| clock | 0.000125 | 0.0000767 | 0.0288 |
| sequential | 0.000240 | 0.00000658 | 0.135 |
-- kinds of logic (layout without fill, tap and decap cells) --
kind of cell    after synthesis  in the layout  synth area share, %
mux                           2              2                2.690
flops                        16             16                40.51
fa+ha+maj                    12             12                25.63
buf+inv                       9             36                5.222
simple gates                 10             10                10.13
other cells                   1              2               0.4742
xor+xnor                      6              6                6.646
compound gates                9              9                8.702
-- cell usage in the layout, fill, tap and decap left out, drive strengths merged --
master         instances
a21oi                  4
and4                   1
buf                   19
clkbuf                 4
clkdlybuf4s15          2
clkdlybuf4s50          2
conb                   2
dfxtp                 16
dlygate4sd2            2
fa                     7
ha                     5
inv                    7
mux2                   1
mux2i                  1
nand2                  1
nand3b                 2
nand4                  2
nor2                   2
nor2b                  1
o21a                   1
o21ai                  1
o21bai                 1
o22ai                  1
o31a                   1
or2                    1
xnor2                  5
xor2                   1
-- per-stage QoR --
stage	utilization [%]	instances	hold WS, ns	instance area, sq um
floorplan	-	66	0.3096	794.5
global placement	15.82	181	0.3109	1092
detailed placement	15.82	181	0.3174	1092
CTS	18.57	190	0.3318	1282
global route	18.73	189	0.3553	1294
finish	18.73	189	0.3302	1294
-- worst min-delay path by stage --
stage,startpoint,end,cells past startpoint
CTS,s_s12[15],s_s12[7],0
global route,s_s12[15],s_s12[7],0
finish,s_s12[15],s_s12[7],0
-- repair_timing --
item                       4_1_cts  5_1_grt
setup buffers                    5        2
setup endpoints to repair        6        4
cloned                           0        0
resized                         61        5
pin swaps                       17       10
-- metal layers --
layer	vias up	wire length, um	part of all wire (%)	global-route usage, %
met5	-	0	0	0
met4	0	0	0	0.1961
met3	0	182	12	1.988
met2	19	567	36	3.781
met1	246	807	52	4.000
li1	269	-	-	-
Power is estimated from default activity; no workload was simulated.
