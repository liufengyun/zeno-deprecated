### config.mk
export PLATFORM = sky130hd
export DESIGN_NAME = MovingAverage3
export DESIGN_NICKNAME = MovingAverage3
export VERILOG_FILES = /design/flow/design.v
export SDC_FILE = /design/flow/constraint.sdc
export NUM_CORES = 4
export LEC_CHECK = 1
export CORE_AREA = 10 10 78 78
export DIE_AREA = 0 0 88 88
### constraint.sdc
current_design MovingAverage3

set clk_period 3.9
set clk_io_pct 0.2

create_clock -name clk0 -period $clk_period [get_ports {clock}]

set non_clock_inputs [all_inputs -no_clocks]
set_input_delay [expr $clk_period * $clk_io_pct] -clock clk0 $non_clock_inputs
set_output_delay [expr $clk_period * $clk_io_pct] -clock clk0 [all_outputs]
### design.v
module MovingAverage3(  
  input        clock,  
  input        reset,  
  input  [7:0] io_in,  
  output [7:0] io_out  
);
  reg [7:0] z1;  
  reg [31:0] _RAND_0;
  reg [7:0] z2;  
  reg [31:0] _RAND_1;
  wire [8:0] _GEN_0;  
  wire [8:0] _T_12;  
  wire [8:0] _GEN_1;  
  wire [9:0] _T_13;  
  wire [8:0] _T_14;  
  wire [8:0] _GEN_2;  
  wire [9:0] _T_15;  
  wire [8:0] _T_16;  
  wire [8:0] _T_18;  
  assign _GEN_0 = {{1'd0}, z1};  
  assign _T_12 = _GEN_0 << 1'h1;  
  assign _GEN_1 = {{1'd0}, io_in};  
  assign _T_13 = _GEN_1 + _T_12;  
  assign _T_14 = _GEN_1 + _T_12;  
  assign _GEN_2 = {{1'd0}, z2};  
  assign _T_15 = _T_14 + _GEN_2;  
  assign _T_16 = _T_14 + _GEN_2;  
  assign _T_18 = _T_16 >> 2'h2;  
  assign io_out = _T_18[7:0];  
  always @(posedge clock) begin
    z1 <= io_in;
    z2 <= z1;
  end
endmodule
### run.sh
#!/bin/bash
# OpenROAD 26Q1-2900-gdf79404cd8, Yosys 0.63+post, stock flow scripts
make -C /OpenROAD-flow-scripts/flow DESIGN_CONFIG=/design/flow/config.mk WORK_HOME=/design/flow/orfs finish
==> impl_metrics.py <==
# Flow results
metrics = {
    "clocking": {
        "cts_max_path_buffers": 2,
        "clk_pin_slew_ns": 0.05,
        "clkSinkCount": 16,
        "cts_buffers": 3,
        "cts_setup_buffers": 0,
        "cts_tree": "yes",
        "insertion_delay_ns": 0.24,
        "cts_hold_buffers": 0,
        "h-tree-depth": 1,
        "root_buffer": "clkbuf_8",
    },
    "layout": {
        "finalNonFillerCells": 145,
        "syn2layout_area_growth_pct": 43.24,
        "lay_top_cells": "16 x dfxtp_1, 9 x buf_4, 8 x clkdlybuf4s50_1",
        "lay_top_count": "dfxtp_1",
        "fillerInstances": 431,
        "drive_gt1_share_pct": 19.35,
    },
    "floorplanning": {
        "ios": 18,
        "die_area_mm2": 0.007744,
        "die_h_um": 88,
        "fp.dieW_um": 88,
        "coreArea_mm2": 0.004414,
        "rows": 24,
        "initial_core_util_pct": 17.83,
    },
    "drt": {
        "wl_um": 1459,
        "via_per_inst": 3.834,
        "vias": 556,
        "first_iter_violations": 8,
        "num_antenna_cells": 0,
        "ant_nets": 0,
        "drtPass1Iterations": 4,
        "wire_per_inst_um": 10.06,
        "drc_errors": 0,
    },
    "placement": {
        "dp.cells": 142,
        "hpwl_um": 1210,
        "routabilityCongestion": 0.7966,
        "port_buffers": 15,
    },
    "sta": {
        "slew_viol_final": 0,
        "final-hold-violation-count": 0,
        "min_period_ns": 3.775,
        "fmax_mhz": 264.9,
        "period_used_pct": 96.80,
        "hold_ws_ns": 0.3548,
        "rsz0062_at_grt": "false",
        "setup_viol": 0,
        "clock_skew_ns": 0.0002349,
    },
    "critical_path": {
        "critPathCaptureType": "primary output",
        "critPathKind": "in -> out",
        "cp_data_required_time_ns": 3.12,
        "critPathLaunchType": "primary input",
        "crit_fanout": 3,
        "arrival_ns": 3.00,
    },
    "job": {
        "warnings": 26,
        "cap_viol_max_count": 0,
    },
    "logic_synthesis": {
        "synthTopLogicFamily": "adder cells",
        "yosys_cells": 67,
        "synthAoiAreaFrac_pct": 10.81,
        "yosysTopAreaCell": "dfxtp_1",
        "fa_ha_area_share_pct": 29.89,
        "synthXorXnorAreaFrac_pct": 5.564,
        "synthesis.area_um2": 787.0,
        "edf_count": 0,
        "synth.distinct_cells": 21,
        "flop_cell": "dfxtp_1",
        "ys.flops": 16,
        "synthCells": 67,
        "avgSynthCellArea_um2": 11.75,
        "yosysChipArea_um2": 787.0,
        "yosys_warnings": 1,
        "ys_seq_share_pct": 40.70,
        "area_leaders": "dfxtp_1 41%, fa_1 20%, ha_1 9.5%",
        "synthMuxAreaShare_pct": 0,
        "synthArstFlopShare_pct": 0,
        "top_area_share_pct": 40.70,
        "ys_sh_simple_pct": 8.267,
    },
    "power_and_ir_drop": {
        "p_switching_uw": 126.4,
        "pwr-share-clk_pct": 23.0,
        "p_per_area_mw_per_mm2": 436.7,
        "worst_ir_drop_vdd_mv": 0.1998,
        "p_comb_share_pct": 40.9,
        "leakagePower_nw": 0.4892,
        "intPower_uw": 366.0,
        "power_frac_seq_pct": 36.0,
        "switching_share_pct": 25.67,
    },
    "global_routing": {
        "gr-usage-all-layers_pct": 4.055,
        "grt_max_degree": 9,
        "grt_pass1_vias": 605,
        "gr-total-overflow": 0,
        "grt_antenna_before_repair": 0,
        "grt_pass1_wl_um": 2559,
    },
    "outcome": {
        "run_status": "completed",
    },
    "min_path": {
        "hold_path.class": "reg -> reg",
    },
}
## power by group through the flow
stage | clock [mW] | combinational (mW) | sequential, mW
CTS | 0.118 | 0.206 | 0.177
global route | 0.125 | 0.227 | 0.178
finish | 0.113 | 0.202 | 0.177
## Yosys cell counts (2+ instances only)
cell      number
a21oi_1        4
xor2_1         2
o31a_1         2
fa_1           8
ha_1           6
nor3_1         2
o211ai_1       2
o21ai_0        2
nor2_1         2
dfxtp_1       16
inv_1          7
xnor2_1        3
o21a_1         3
## per-layer routing
| metal | track usage, % | share of wire (%) |
|---|---|---|
| met1 | 5.147 | 48 |
| met4 | 0.1449 | 0.34 |
| met3 | 2.432 | 11 |
| met5 | 0 | 0 |
| met2 | 6.151 | 40 |
## cell type report
type                    instances  area (um2)  area share [%]
repair buffers                 24       212.7           18.87
multi-input cells              43       461.7           40.95
well taps                      52       65.06           5.771
inverters                       7       26.28           2.331
clock buffers                   3       41.29           3.663
flip-flops and latches         16       320.3           28.41
## final timing paths
check	start	end	slack (ns)	cells after the start
hold / removal	z1[0]	z2[0]	0.35	0
hold reg to reg	z1[0]	z2[0]	0.35	0
setup reg to reg	z1[2]	z2[2]	3.46	0
setup / recovery	io_in[5]	io_out[5]	0.12	8
## flip-flops by register name, indices dropped and copies added, names as in the netlist
name and cells:
z1 8, z2 8
## cell families after synthesis
| family | after synthesis |
|---|---|
| fa+ha+maj | 14 |
| compound gates | 13 |
| buf+inv | 8 |
| xor+xnor | 5 |
| flops | 16 |
| other cells | 1 |
| simple gates | 10 |
## per-stage QoR
| stage | setup TNS [ns] | utilization, % | worst slack, ns | total power, mW | area [um2] |
|---|---|---|---|---|---|
| floorplan | 0 | - | 0.6710 | 0.2689 | 787.0 |
| finish | 0 | 25.54 | 0.1247 | 0.4923 | 1127 |
| global route | 0 | 25.54 | 0.03717 | 0.5306 | 1127 |
| CTS | 0 | 25.37 | 0.02233 | 0.5022 | 1120 |
| detailed placement | -1.288 | 24.06 | -0.4256 | 0.3815 | 1062 |
| global placement | -1.234 | 24.06 | -0.4072 | 0.3793 | 1062 |
## worst max-delay path, cell delays in order
cell	delay (ns)
clkdlybuf4s50_1	0.45
fa_1	0.56
ha_4	0.21
o21a_1	0.10
o31a_1	0.11
or4_4	0.48
nand3_2	0.09
dlygate4sd2_1	0.21
## timing repair
item                                    CTS  global route
endpoints found under the setup margin    6             3
pin swaps                                 6             3
gates cloned                              0             0
gates resized                            11             2
Power figures rest on the tool's default switching activity, not on a simulated workload.
