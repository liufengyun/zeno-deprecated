==> config.mk <==
export PLATFORM = sky130hd
export DESIGN_NAME = Controller
export DESIGN_NICKNAME = Controller
export VERILOG_FILES = /design/flow/design.v
export SDC_FILE = /design/flow/constraint.sdc
export NUM_CORES = 4
export LEC_CHECK = 1
export CORE_UTILIZATION = 40
==> constraint.sdc <==
current_design Controller

set clk_period 14.1
set clk_io_pct 0.2

create_clock -name clk0 -period $clk_period [get_ports {CLK}]

set non_clock_inputs [all_inputs -no_clocks]
set_input_delay [expr $clk_period * $clk_io_pct] -clock clk0 $non_clock_inputs
set_output_delay [expr $clk_period * $clk_io_pct] -clock clk0 [all_outputs]
==> design.v <==
module Controller (CLK,  busIn, out);
input CLK;
input [31:0] busIn;
output [106:0] out;
wire [15:0] pcNext8;
wire [15:0] instr8;
wire [155:0] next;
wire [106:0] out;
reg [48:0] processor8;
assign pcNext8 = ( processor8[48:33] + 16'b0000000000000001 );
assign instr8 = ( processor8[33]? ( processor8[34]? ( processor8[35]? ( processor8[36]? 16'b0000000000000000 : ( processor8[37]? 16'b0000000000000000 : ( processor8[38]? 16'b0000000000000000 : ( processor8[39]? 16'b0000000000000000 : ( processor8[40]? 16'b0000000000000000 : ( processor8[41]? 16'b0000000000000000 : ( processor8[42]? 16'b0000000000000000 : ( processor8[43]? 16'b0000000000000000 : ( processor8[44]? 16'b0000000000000000 : ( processor8[45]? 16'b0000000000000000 : ( processor8[46]? 16'b0000000000000000 : ( processor8[47]? 16'b0000000000000000 : ( processor8[48]? 16'b0000000000000000 : 16'b0001000011111011 ) ) ) ) ) ) ) ) ) ) ) ) ) : ( processor8[36]? 16'b0000000000000000 : ( processor8[37]? 16'b0000000000000000 : ( processor8[38]? 16'b0000000000000000 : ( processor8[39]? 16'b0000000000000000 : ( processor8[40]? 16'b0000000000000000 : ( processor8[41]? 16'b0000000000000000 : ( processor8[42]? 16'b0000000000000000 : ( processor8[43]? 16'b0000000000000000 : ( processor8[44]? 16'b0000000000000000 : ( processor8[45]? 16'b0000000000000000 : ( processor8[46]? 16'b0000000000000000 : ( processor8[47]? 16'b0000000000000000 : ( processor8[48]? 16'b0000000000000000 : 16'b0000010001111010 ) ) ) ) ) ) ) ) ) ) ) ) ) ) : ( processor8[35]? ( processor8[36]? 16'b0000000000000000 : ( processor8[37]? 16'b0000000000000000 : ( processor8[38]? 16'b0000000000000000 : ( processor8[39]? 16'b0000000000000000 : ( processor8[40]? 16'b0000000000000000 : ( processor8[41]? 16'b0000000000000000 : ( processor8[42]? 16'b0000000000000000 : ( processor8[43]? 16'b0000000000000000 : ( processor8[44]? 16'b0000000000000000 : ( processor8[45]? 16'b0000000000000000 : ( processor8[46]? 16'b0000000000000000 : ( processor8[47]? 16'b0000000000000000 : ( processor8[48]? 16'b0000000000000000 : 16'b0000001001111010 ) ) ) ) ) ) ) ) ) ) ) ) ) : ( processor8[36]? 16'b0000000000000000 : ( processor8[37]? 16'b0000000000000000 : ( processor8[38]? 16'b0000000000000000 : ( processor8[39]? 16'b0000000000000000 : ( processor8[40]? 16'b0000000000000000 : ( processor8[41]? 16'b0000000000000000 : ( processor8[42]? 16'b0000000000000000 : ( processor8[43]? 16'b0000000000000000 : ( processor8[44]? 16'b0000000000000000 : ( processor8[45]? 16'b0000000000000000 : ( processor8[46]? 16'b0000000000000000 : ( processor8[47]? 16'b0000000000000000 : ( processor8[48]? 16'b0000000000000000 : 16'b0000100001000001 ) ) ) ) ) ) ) ) ) ) ) ) ) ) ) : ( processor8[34]? ( processor8[35]? ( processor8[36]? 16'b0000000000000000 : ( processor8[37]? 16'b0000000000000000 : ( processor8[38]? 16'b0000000000000000 : ( processor8[39]? 16'b0000000000000000 : ( processor8[40]? 16'b0000000000000000 : ( processor8[41]? 16'b0000000000000000 : ( processor8[42]? 16'b0000000000000000 : ( processor8[43]? 16'b0000000000000000 : ( processor8[44]? 16'b0000000000000000 : ( processor8[45]? 16'b0000000000000000 : ( processor8[46]? 16'b0000000000000000 : ( processor8[47]? 16'b0000000000000000 : ( processor8[48]? 16'b0000000000000000 : 16'b0000001000000001 ) ) ) ) ) ) ) ) ) ) ) ) ) : ( processor8[36]? 16'b0000000000000000 : ( processor8[37]? 16'b0000000000000000 : ( processor8[38]? 16'b0000000000000000 : ( processor8[39]? 16'b0000000000000000 : ( processor8[40]? 16'b0000000000000000 : ( processor8[41]? 16'b0000000000000000 : ( processor8[42]? 16'b0000000000000000 : ( processor8[43]? 16'b0000000000000000 : ( processor8[44]? 16'b0000000000000000 : ( processor8[45]? 16'b0000000000000000 : ( processor8[46]? 16'b0000000000000000 : ( processor8[47]? 16'b0000000000000000 : ( processor8[48]? 16'b0000000000000000 : 16'b0000100100000000 ) ) ) ) ) ) ) ) ) ) ) ) ) ) : ( processor8[35]? ( processor8[36]? 16'b0000000000000000 : ( processor8[37]? 16'b0000000000000000 : ( processor8[38]? 16'b0000000000000000 : ( processor8[39]? 16'b0000000000000000 : ( processor8[40]? 16'b0000000000000000 : ( processor8[41]? 16'b0000000000000000 : ( processor8[42]? 16'b0000000000000000 : ( processor8[43]? 16'b0000000000000000 : ( processor8[44]? 16'b0000000000000000 : ( processor8[45]? 16'b0000000000000000 : ( processor8[46]? 16'b0000000000000000 : ( processor8[47]? 16'b0000000000000000 : ( processor8[48]? 16'b0000000000000000 : 16'b0001000100000100 ) ) ) ) ) ) ) ) ) ) ) ) ) : ( processor8[36]? ( processor8[37]? 16'b0000000000000000 : ( processor8[38]? 16'b0000000000000000 : ( processor8[39]? 16'b0000000000000000 : ( processor8[40]? 16'b0000000000000000 : ( processor8[41]? 16'b0000000000000000 : ( processor8[42]? 16'b0000000000000000 : ( processor8[43]? 16'b0000000000000000 : ( processor8[44]? 16'b0000000000000000 : ( processor8[45]? 16'b0000000000000000 : ( processor8[46]? 16'b0000000000000000 : ( processor8[47]? 16'b0000000000000000 : ( processor8[48]? 16'b0000000000000000 : 16'b0001001100000000 ) ) ) ) ) ) ) ) ) ) ) ) : ( processor8[37]? 16'b0000000000000000 : ( processor8[38]? 16'b0000000000000000 : ( processor8[39]? 16'b0000000000000000 : ( processor8[40]? 16'b0000000000000000 : ( processor8[41]? 16'b0000000000000000 : ( processor8[42]? 16'b0000000000000000 : ( processor8[43]? 16'b0000000000000000 : ( processor8[44]? 16'b0000000000000000 : ( processor8[45]? 16'b0000000000000000 : ( processor8[46]? 16'b0000000000000000 : ( processor8[47]? 16'b0000000000000000 : ( processor8[48]? 16'b0000000000000000 : 16'b0000000000000000 ) ) ) ) ) ) ) ) ) ) ) ) ) ) ) );
assign next = ( processor8[0]? ( ( instr8[15:8] == 8'b00000001 )? {{{pcNext8, ( processor8[32:1] + busIn ) }, 1'b0 }, {{{{8'b00000000, 1'b0 }, 1'b0 }, 32'b00000000000000000000000000000000 }, {{{( processor8[32:1] + busIn ), pcNext8 }, instr8 }, 1'b0 } } } : ( ( instr8[15:8] == 8'b00000011 )? {{{pcNext8, ( processor8[32:1] - busIn ) }, 1'b0 }, {{{{8'b00000000, 1'b0 }, 1'b0 }, 32'b00000000000000000000000000000000 }, {{{( processor8[32:1] - busIn ), pcNext8 }, instr8 }, 1'b0 } } } : ( ( instr8[15:8] == 8'b00000111 )? {{{pcNext8, busIn }, 1'b0 }, {{{{8'b00000000, 1'b0 }, 1'b0 }, 32'b00000000000000000000000000000000 }, {{{busIn, pcNext8 }, instr8 }, 1'b0 } } } : ( ( instr8[15:8] == 8'b00001010 )? {{{pcNext8, ( processor8[32:1] & busIn ) }, 1'b0 }, {{{{8'b00000000, 1'b0 }, 1'b0 }, 32'b00000000000000000000000000000000 }, {{{( processor8[32:1] & busIn ), pcNext8 }, instr8 }, 1'b0 } } } : ( ( instr8[15:8] == 8'b00001100 )? {{{pcNext8, ( processor8[32:1] | busIn ) }, 1'b0 }, {{{{8'b00000000, 1'b0 }, 1'b0 }, 32'b00000000000000000000000000000000 }, {{{( processor8[32:1] | busIn ), pcNext8 }, instr8 }, 1'b0 } } } : ( ( instr8[15:8] == 8'b00001110 )? {{{pcNext8, ( ( processor8[32:1] & ~busIn ) | ( ~processor8[32:1] & busIn ) ) }, 1'b0 }, {{{{8'b00000000, 1'b0 }, 1'b0 }, 32'b00000000000000000000000000000000 }, {{{( ( processor8[32:1] & ~busIn ) | ( ~processor8[32:1] & busIn ) ), pcNext8 }, instr8 }, 1'b0 } } } : {{{pcNext8, processor8[32:1] }, 1'b0 }, {{{{8'b00000000, 1'b0 }, 1'b0 }, 32'b00000000000000000000000000000000 }, {{{processor8[32:1], pcNext8 }, instr8 }, 1'b0 } } } ) ) ) ) ) ) : ( ( instr8[15:8] == 8'b00000010 )? {{{pcNext8, ( processor8[32:1] + {24'b000000000000000000000000, instr8[7:0] } ) }, 1'b0 }, {{{{8'b00000000, 1'b0 }, 1'b0 }, 32'b00000000000000000000000000000000 }, {{{( processor8[32:1] + {24'b000000000000000000000000, instr8[7:0] } ), pcNext8 }, instr8 }, 1'b0 } } } : ( ( instr8[15:8] == 8'b00000100 )? {{{pcNext8, ( processor8[32:1] - {24'b000000000000000000000000, instr8[7:0] } ) }, 1'b0 }, {{{{8'b00000000, 1'b0 }, 1'b0 }, 32'b00000000000000000000000000000000 }, {{{( processor8[32:1] - {24'b000000000000000000000000, instr8[7:0] } ), pcNext8 }, instr8 }, 1'b0 } } } : ( ( instr8[15:8] == 8'b00001000 )? {{{pcNext8, {24'b000000000000000000000000, instr8[7:0] } }, 1'b0 }, {{{{8'b00000000, 1'b0 }, 1'b0 }, 32'b00000000000000000000000000000000 }, {{{{24'b000000000000000000000000, instr8[7:0] }, pcNext8 }, instr8 }, 1'b0 } } } : ( ( instr8[15:8] == 8'b00001001 )? {{{pcNext8, processor8[32:1] }, 1'b0 }, {{{{instr8[7:0], 1'b0 }, 1'b1 }, processor8[32:1] }, {{{processor8[32:1], pcNext8 }, instr8 }, 1'b0 } } } : ( ( instr8[15:8] == 8'b00001011 )? {{{pcNext8, ( processor8[32:1] & {24'b000000000000000000000000, instr8[7:0] } ) }, 1'b0 }, {{{{8'b00000000, 1'b0 }, 1'b0 }, 32'b00000000000000000000000000000000 }, {{{( processor8[32:1] & {24'b000000000000000000000000, instr8[7:0] } ), pcNext8 }, instr8 }, 1'b0 } } } : ( ( instr8[15:8] == 8'b00001101 )? {{{pcNext8, ( processor8[32:1] | {24'b000000000000000000000000, instr8[7:0] } ) }, 1'b0 }, {{{{8'b00000000, 1'b0 }, 1'b0 }, 32'b00000000000000000000000000000000 }, {{{( processor8[32:1] | {24'b000000000000000000000000, instr8[7:0] } ), pcNext8 }, instr8 }, 1'b0 } } } : ( ( instr8[15:8] == 8'b00001111 )? {{{pcNext8, ( ( processor8[32:1] & ~{24'b000000000000000000000000, instr8[7:0] } ) | ( ~processor8[32:1] & {24'b000000000000000000000000, instr8[7:0] } ) ) }, 1'b0 }, {{{{8'b00000000, 1'b0 }, 1'b0 }, 32'b00000000000000000000000000000000 }, {{{( ( processor8[32:1] & ~{24'b000000000000000000000000, instr8[7:0] } ) | ( ~processor8[32:1] & {24'b000000000000000000000000, instr8[7:0] } ) ), pcNext8 }, instr8 }, 1'b0 } } } : ( ( instr8[15:8] == 8'b00000101 )? {{{pcNext8, ( processor8[32:1] << instr8[4:0] ) }, 1'b0 }, {{{{8'b00000000, 1'b0 }, 1'b0 }, 32'b00000000000000000000000000000000 }, {{{( processor8[32:1] << instr8[4:0] ), pcNext8 }, instr8 }, 1'b0 } } } : ( ( instr8[15:8] == 8'b00000110 )? {{{pcNext8, ( processor8[32:1] >> instr8[4:0] ) }, 1'b0 }, {{{{8'b00000000, 1'b0 }, 1'b0 }, 32'b00000000000000000000000000000000 }, {{{( processor8[32:1] >> instr8[4:0] ), pcNext8 }, instr8 }, 1'b0 } } } : ( ( instr8[15:8] == 8'b00010000 )? {{{( processor8[48:33] + ( instr8[7]? {8'b11111111, instr8[7:0] } : {8'b00000000, instr8[7:0] } ) ), processor8[32:1] }, 1'b0 }, {{{{8'b00000000, 1'b0 }, 1'b0 }, 32'b00000000000000000000000000000000 }, {{{processor8[32:1], ( processor8[48:33] + ( instr8[7]? {8'b11111111, instr8[7:0] } : {8'b00000000, instr8[7:0] } ) ) }, instr8 }, 1'b0 } } } : ( ( instr8[15:8] == 8'b00010001 )? ( ( processor8[32:1] == 32'b00000000000000000000000000000000 )? {{{( processor8[48:33] + ( instr8[7]? {8'b11111111, instr8[7:0] } : {8'b00000000, instr8[7:0] } ) ), processor8[32:1] }, 1'b0 }, {{{{8'b00000000, 1'b0 }, 1'b0 }, 32'b00000000000000000000000000000000 }, {{{processor8[32:1], ( processor8[48:33] + ( instr8[7]? {8'b11111111, instr8[7:0] } : {8'b00000000, instr8[7:0] } ) ) }, instr8 }, 1'b0 } } } : {{{pcNext8, processor8[32:1] }, 1'b0 }, {{{{8'b00000000, 1'b0 }, 1'b0 }, 32'b00000000000000000000000000000000 }, {{{processor8[32:1], pcNext8 }, instr8 }, 1'b0 } } } ) : ( ( instr8[15:8] == 8'b00010010 )? ( ( processor8[32:1] == 32'b00000000000000000000000000000000 )? {{{pcNext8, processor8[32:1] }, 1'b0 }, {{{{8'b00000000, 1'b0 }, 1'b0 }, 32'b00000000000000000000000000000000 }, {{{processor8[32:1], pcNext8 }, instr8 }, 1'b0 } } } : {{{( processor8[48:33] + ( instr8[7]? {8'b11111111, instr8[7:0] } : {8'b00000000, instr8[7:0] } ) ), processor8[32:1] }, 1'b0 }, {{{{8'b00000000, 1'b0 }, 1'b0 }, 32'b00000000000000000000000000000000 }, {{{processor8[32:1], ( processor8[48:33] + ( instr8[7]? {8'b11111111, instr8[7:0] } : {8'b00000000, instr8[7:0] } ) ) }, instr8 }, 1'b0 } } } ) : ( ( instr8[15:8] == 8'b00000001 )? {{{processor8[48:33], processor8[32:1] }, 1'b1 }, {{{{instr8[7:0], 1'b1 }, 1'b0 }, 32'b00000000000000000000000000000000 }, {{{processor8[32:1], processor8[48:33] }, instr8 }, 1'b0 } } } : ( ( instr8[15:8] == 8'b00000011 )? {{{processor8[48:33], processor8[32:1] }, 1'b1 }, {{{{instr8[7:0], 1'b1 }, 1'b0 }, 32'b00000000000000000000000000000000 }, {{{processor8[32:1], processor8[48:33] }, instr8 }, 1'b0 } } } : ( ( instr8[15:8] == 8'b00000111 )? {{{processor8[48:33], processor8[32:1] }, 1'b1 }, {{{{instr8[7:0], 1'b1 }, 1'b0 }, 32'b00000000000000000000000000000000 }, {{{processor8[32:1], processor8[48:33] }, instr8 }, 1'b0 } } } : ( ( instr8[15:8] == 8'b00001010 )? {{{processor8[48:33], processor8[32:1] }, 1'b1 }, {{{{instr8[7:0], 1'b1 }, 1'b0 }, 32'b00000000000000000000000000000000 }, {{{processor8[32:1], processor8[48:33] }, instr8 }, 1'b0 } } } : ( ( instr8[15:8] == 8'b00001100 )? {{{processor8[48:33], processor8[32:1] }, 1'b1 }, {{{{instr8[7:0], 1'b1 }, 1'b0 }, 32'b00000000000000000000000000000000 }, {{{processor8[32:1], processor8[48:33] }, instr8 }, 1'b0 } } } : ( ( instr8[15:8] == 8'b00001110 )? {{{processor8[48:33], processor8[32:1] }, 1'b1 }, {{{{instr8[7:0], 1'b1 }, 1'b0 }, 32'b00000000000000000000000000000000 }, {{{processor8[32:1], processor8[48:33] }, instr8 }, 1'b0 } } } : ( ( instr8[15:8] == 8'b00010011 )? {{{pcNext8, processor8[32:1] }, 1'b0 }, {{{{8'b00000000, 1'b0 }, 1'b0 }, 32'b00000000000000000000000000000000 }, {{{processor8[32:1], pcNext8 }, instr8 }, 1'b1 } } } : {{{pcNext8, processor8[32:1] }, 1'b0 }, {{{{8'b00000000, 1'b0 }, 1'b0 }, 32'b00000000000000000000000000000000 }, {{{processor8[32:1], pcNext8 }, instr8 }, 1'b0 } } } ) ) ) ) ) ) ) ) ) ) ) ) ) ) ) ) ) ) ) );
assign out = next[106:0];
initial begin
  processor8 = 49'b0000000000000000000000000000000000000000000000000;
end
always @ (posedge CLK)
  processor8 <= next[155:107];
endmodule
==> run.sh <==
#!/bin/bash
# OpenROAD 26Q1-2900-gdf79404cd8, Yosys 0.63+post, stock flow scripts
make -C /OpenROAD-flow-scripts/flow DESIGN_CONFIG=/design/flow/config.mk WORK_HOME=/design/flow/orfs finish
==> flow_summary.json <==
{
  "drc": 0,
  "chipHeight_um": 131,
  "synth-edff-count": 48,
  "grt_pass1_vias": 5246,
  "drt_pass1_iterations": 5,
  "dpl.cell_count": 1029,
  "ys_cells": 840,
  "io_pins": 140,
  "yosys-top-cells-count": "buf_4, nand2_1, edfxtp_1, inv_1, nand3_1",
  "worst-setup-path-type": "reg2out",
  "numClockSinks": 49,
  "most_common_cell": "buf_4",
  "cts_tree": "built",
  "period_minus_slack_ns": 8.55,
  "gp_congestion": 0.945,
  "antenna_left": 0,
  "top_area_cell": "edfxtp_1",
  "ys_seq_share_pct": 21.8,
  "flop_cell": "edfxtp_1",
  "arrival_ns": 5.73,
  "ir_worst_vdd_mv": 0.0415,
  "p_per_area_mw_per_mm2": 46.2,
  "cts_root_buffer": "clkbuf_16",
  "avgSynthCellArea_um2": 7.98,
  "whs_ns": 0.688,
  "core_area_mm2": 0.0161,
  "setup_violations": 0,
  "rows": 46,
  "syn_area_mm2": 0.00670,
  "worstSetupStartpoint": "processor8[42]",
  "detailed_place_hpwl_um": 13200,
  "syn_inst": 840,
  "cp_max_fo": 14,
  "grtUsageTotal_pct": 21.6,
  "min_from": "processor8[45]",
  "rsz0062_at_grt": "no",
  "fmax_mhz": 117,
  "wl_per_cell_um": 17.8,
  "cts_buffers": 5,
  "cts.clk_slew.worst_paths_ns": 0.07,
  "chipWidth_um": 131,
  "largest_reg_flops": 49,
  "required_ns": 11.28,
  "grt_overflow": 0,
  "cts_setup_buffers": 0,
  "dieArea_mm2": 0.0173,
  "fp-utilization_pct": 41.6,
  "cp-start-kind": "flop",
  "grt_pass1_wl_um": 29100,
  "end_kind": "primary output",
  "min-delay-path-class": "reg2reg",
  "yosys_area_mm2": 0.00670,
  "antenna_cells": 0,
  "final_cell_count_no_fill": 1037,
  "synth.distinct_cells": 85,
  "hold_viol": 0,
  "viasPerCell": 5.66,
  "drv_slew": 0,
  "portBuffers": 95,
  "yosys_warnings": 1,
  "fin_tns_setup_ns": 0,
  "largest_registers": "processor8 x49",
  "max-clock-path-buffers": 2,
  "vias": 5865,
  "wirelength_um": 18400,
  "antenna_found_initial": 0,
  "fin_ws_ns": 5.55,
  "finalCritPeriodShare_pct": 60.7,
  "ys_seq_elements": 49,
  "post-place-ws_ns": 5.91,
  "synth.area.top_cells": "edfxtp_1, buf_4, ha_1, and2_1, nand2_1",
  "async_flop_share_pct": 0,
  "grt_max_degree": 44,
  "max_slew_margin_pct": 49.1,
  "drt_iter0_drc": 426,
  "cap_violations": 0,
  "tool_warnings": 75,
  "synth_top_area_share_pct": 21.5,
  "clk_latency_ns": 0.31,
  "r2r-start": "processor8[42]",
  "leakagePower_nw": 2.61,
  "cts_hold_buffers": 0,
  "top_register": "processor8",
  "worst_slew_pin_slew_ns": 0.758,
  "drive_above_1_share_pct": 7.19,
  "cts_resized": 0,
  "status": "finished clean",
  "htreeDepth": 2,
  "area_delta_synth_final_pct": 6.89,
  "fin_skew_ns": 0.00536
}
## logic make-up (layout without fill, tap and decap cells)
| kind of cell | count (synthesis) | count (layout) | share of synthesized area, % |
|---|---|---|---|
| and+or+nand+nor | 296 | 296 | 24.8 |
| AOI/OAI and AO/OA | 218 | 218 | 23.0 |
| buffers and inverters | 205 | 158 | 18.8 |
| DFF | 49 | 49 | 21.8 |
| adders and majority gates | 32 | 32 | 6.31 |
| xor gates and xnor gates | 30 | 30 | 3.92 |
| muxes | 8 | 8 | 1.31 |
| other | 2 | 30 | 0.112 |
## critical path, cell delays in order, from the launching register on
cell,delay (ns)
edfxtp_1,0.47
nor4_2,0.54
and4_1,0.59
nand2_1,0.18
inv_1,0.23
o21ai_0,0.12
buf_4,0.21
inv_1,0.48
ha_1,0.30
a21o_1,0.18
nor2_1,0.07
a211o_1,0.34
and3_1,0.37
or4_1,0.57
a32oi_1,0.16
or2_1,0.12
clkdlybuf4s50_1,0.49
## layout make-up
cell class / instances / area (um^2)
inverters: 46 / 173
clock buffers: 6 / 129
repair buffers: 104 / 1020
well taps: 216 / 270
flip-flops and latches: 49 / 1460
fillers: 1621 / 8950
clock inverters: 2 / 15.0
multi-input cells: 614 / 4100
## per-stage QoR
| stage | instance area (um^2) | utilization [%] | total power, mW |
|---|---|---|---|
| after floorplan | 6810 | - | 0.200 |
| after global placement | 7020 | 43.6 | 0.206 |
| after detailed placement | 7020 | 43.6 | 0.206 |
| after CTS | 7160 | 44.5 | 0.337 |
| after global routing | 7160 | 44.5 | 0.345 |
| final | 7160 | 44.5 | 0.331 |
## per-layer routing
| metal | share of wire [%] | vias to the layer above | global-route usage, % |
|---|---|---|---|
| li1 | - | 2912 | - |
| met1 | 48 | 2755 | 34.1 |
| met2 | 44 | 181 | 32.4 |
| met3 | 5.6 | 17 | 3.19 |
| met4 | 1.5 | 0 | 3.29 |
| met5 | 0 | - | 0 |
## where the power goes
group          switching [mW]  total (mW)  internal [mW]
clock                  0.0615       0.128         0.0661
sequential            0.00860       0.171          0.163
combinational          0.0158      0.0321         0.0164
## path summary, 6_finish.rpt
kind / end / slack, ns / cells after the start
max: out[60] / 5.55 / 16
min: processor8[45] / 0.69 / 2
max reg2reg: processor8[12] / 9.01 / 14
min reg2reg: processor8[45] / 0.69 / 2
## layout by cell type (no fill, tap or decap), drive strengths merged, types with 8 or more instances in the layout
| cell type | Yosys | layout |
|---|---|---|
| clkdlybuf4s50 | 0 | 95 |
| nand2 | 54 | 54 |
| edfxtp | 48 | 48 |
| inv | 46 | 46 |
| and2 | 41 | 41 |
| nand3 | 39 | 39 |
| nor2 | 39 | 39 |
| o21ai | 37 | 37 |
| a21oi | 36 | 36 |
| conb | 2 | 30 |
| nor3 | 30 | 30 |
| ha | 29 | 29 |
| a21o | 20 | 20 |
| a31oi | 20 | 20 |
| nor4 | 20 | 20 |
| xnor2 | 18 | 18 |
| nand4 | 14 | 14 |
| o22ai | 13 | 13 |
| xor2 | 12 | 12 |
| o211ai | 11 | 11 |
| and3 | 10 | 10 |
| o31ai | 10 | 10 |
| or3 | 9 | 9 |
| buf | 127 | 9 |
| or4 | 9 | 9 |
| and4 | 8 | 8 |
Power is estimated from default activity; no workload was simulated.
